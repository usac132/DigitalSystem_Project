==> flow/design.v <==
module print_score_7seg(
	CLK,
	a,
	N_Reset,
	SEG_COM, SEG_DATA
);
input CLK,N_Reset;
input [6:0] a;
output [7:0] SEG_COM, SEG_DATA;  
wire [3:0] T_hunds,T_tens,T_ones;
wire [6:0] H, T, O; 
binary_to_BCD_7bit u1(a, T_hunds, T_tens, T_ones);
BCD_to_7segment u_100(T_ones[3],T_ones[2],T_ones[1],T_ones[0],H[6],H[5],H[4],H[3],H[2],H[1],H[0]);
BCD_to_7segment u_10(T_tens[3],T_tens[2],T_tens[1],T_tens[0],T[6],T[5],T[4],T[3],T[2],T[1],T[0]);
BCD_to_7segment u_1(T_hunds[3],T_hunds[2],T_hunds[1],T_hunds[0],O[6],O[5],O[4],O[3],O[2],O[1],O[0]);
SevenSeg_CTRL u4(CLK, N_Reset,8'b0,8'b0,8'b0,8'b0,8'b0,{H,1'b0},{T,1'b0},{O,1'b0}, SEG_COM, SEG_DATA);
endmodule
module SevenSeg_CTRL(
	iCLK,
	nRST,
	iSEG7,
	iSEG6,
	iSEG5,
	iSEG4,
	iSEG3,
	iSEG2,
	iSEG1,
	iSEG0,
	oS_COM,
	oS_ENS
);
input iCLK, nRST;
input [7:0] iSEG7, iSEG6, iSEG5, iSEG4, iSEG3, iSEG2, iSEG1, iSEG0;
output [7:0] oS_COM;
output [7:0] oS_ENS;  
reg [7:0] oS_COM;
reg [7:0] oS_ENS;
integer CNT_SCAN; 
always @(posedge iCLK)
begin
	if (nRST)
	  begin
		oS_COM <= 8'b00000000;
		oS_ENS <= 0;
	    CNT_SCAN = 0;
	  end
	else
	  begin
	  	if (CNT_SCAN >= 7)
	  	  CNT_SCAN = 0;
	  	else
	  	  CNT_SCAN = CNT_SCAN + 1;
	  	case (CNT_SCAN)
	  	  0 : 
	  	    begin
				oS_COM <= 8'b11111110;
				oS_ENS <= iSEG0;
	  	    end
	  	  1 : 
	  	    begin
				oS_COM <= 8'b11111101;
				oS_ENS <= iSEG1;
	  	    end
	  	  2 : 
	  	    begin
				oS_COM <= 8'b11111011;
				oS_ENS <= iSEG2;
	  	    end
	  	  3 : 
	  	    begin
				oS_COM <= 8'b11110111;
				oS_ENS <= iSEG3;
	  	    end
	  	  4 : 
	  	    begin
				oS_COM <= 8'b11101111;
				oS_ENS <= iSEG4;
	  	    end
	  	  5 : 
	  	    begin
				oS_COM <= 8'b11011111;
				oS_ENS <= iSEG5;
	  	    end
	  	  6 : 
	  	    begin
				oS_COM <= 8'b10111111;
				oS_ENS <= iSEG6;
	  	    end
	  	  7 : 
	  	    begin
				oS_COM <= 8'b01111111;
				oS_ENS <= iSEG7;
	  	    end			 
	  	  default : 
	  	    begin
	  	      oS_COM <= 8'b11111111;
				oS_ENS <= iSEG7;
	  	    end
	  	endcase
      end
end
endmodule 
module BCD_to_7segment (T3,T2,T1,T0, A1,B1,C1,D1,E1,F1,G1); 
input T3,T2,T1,T0;   
output A1,B1,C1,D1,E1,F1,G1;  
reg [6:0] out; 
always @(T3,T2,T1,T0) 
begin
case({T3,T2,T1,T0})
4'b0000 : out <= 7'b1111110;  
4'b0001 : out <= 7'b0110000;  
4'b0010 : out <= 7'b1101101;  
4'b0011 : out <= 7'b1111001;  
4'b0100 : out <= 7'b0110011;  
4'b0101 : out <= 7'b1011011;  
4'b0110 : out <= 7'b1011111;  
4'b0111 : out <= 7'b1110010;  
4'b1000 : out <= 7'b1111111;  
4'b1001 : out <= 7'b1111011;  
default : out <= 7'b0000000;  
endcase 
end
assign {A1,B1,C1,D1,E1,F1,G1} = out;
endmodule 
module linedecoder 
(
	A3,A2,A1,A0,
	S3,S2,S1,S0
);
input A3,A2,A1,A0;  
output S3,S2,S1,S0;  
reg [3:0] out; 
always @(A3,A2,A1,A0)
begin
case({A3,A2,A1,A0})  
4'b0000 : out <= 4'b0000; 
4'b0001 : out <= 4'b0001; 
4'b0010 : out <= 4'b0010; 
4'b0011 : out <= 4'b0011; 
4'b0100 : out <= 4'b0100; 
4'b0101 : out <= 4'b1000; 
4'b0110 : out <= 4'b1001; 
4'b0111 : out <= 4'b1010; 
4'b1000 : out <= 4'b1011; 
4'b1001 : out <= 4'b1100; 
default : out <= 4'b0000; 
endcase 
end
assign {S3,S2,S1,S0} = out; 
endmodule 
module binary_to_BCD_7bit (
    input  [6:0] score,        
    output [3:0] hundreds,     
    output [3:0] tens,         
    output [3:0] units          
);
    assign hundreds = (score >= 7'd100) ? 4'd1 : 4'd0;
    assign tens = (score >= 7'd100) ? ((score - 7'd100) / 7'd10) : (score / 7'd10);
    assign units = (score >= 7'd100) ? ((score - 7'd100) % 7'd10) : (score % 7'd10);
endmodule
==> flow/run.sh <==
#!/bin/bash
# OpenROAD 26Q1-2900-gdf79404cd8, Yosys 0.63+post, stock flow scripts
make -C /OpenROAD-flow-scripts/flow DESIGN_CONFIG=/design/flow/config.mk WORK_HOME=/design/flow/orfs finish
==> flow/config.mk <==
export PLATFORM = sky130hd
export DESIGN_NAME = linedecoder
export DESIGN_NICKNAME = linedecoder
export VERILOG_FILES = /design/flow/design.v
export SDC_FILE = /design/flow/constraint.sdc
export NUM_CORES = 4
export LEC_CHECK = 1
export CORE_AREA = 10 10 70 70
export DIE_AREA = 0 0 80 80
==> flow/constraint.sdc <==
current_design linedecoder

set clk_period 1.2
set clk_io_pct 0.2

create_clock -name clk0 -period $clk_period

set non_clock_inputs [all_inputs -no_clocks]
set_input_delay [expr $clk_period * $clk_io_pct] -clock clk0 $non_clock_inputs
set_output_delay [expr $clk_period * $clk_io_pct] -clock clk0 [all_outputs]
==> results.cfg <==
; generated from flow reports
[power_and_ir_drop]
p_comb_share_pct = 100.0
p_seq_share_pct = 0
powerDensity_nw_per_um2 = 262
p_leak_nw = 0.124
vdd_drop_max_mv = 0.0296
p_switching_mw = 0.0271
internal_power_mw = 0.0535
switching_share_pct = 33.6
p_clk_share_pct = 0

[drt]
vias = 162
avgRoutedWirePerCell_um = 6.35
route.detailed.drc = 0
viasPerCell = 2.19
routed_wirelength_um = 470
drt_iter0_drc = 0
ant_nets = 0
drt_pass1_iterations = 1
num_antenna_cells = 0

[synth]
ys_warn_count = 1
yosys.stat.seqShare_pct = 0
syn_inst = 13
avgSynthCellArea_sq_um = 7.12
yosys-stat-cells = 13
synthesis.area_sq_um = 92.6
yosys_area_sq_um = 92.6
ys_types = 12

[finish]
fillers = 401
final_cell_mix = 6 x buf_4, 4 x buf_2, 3 x buf_6, 2 x buf_8
flop-count = 0
utilization_pct = 9.01
seq_area_sq_um = 0
area_delta_synth_final_pct = 232
lay_top_count = buf_4
layout.cells.non_filler = 74
drive_gt1_share_pct = 82.1
clock_buffers = 0

[critical_path]
crit_type = primary input to primary output
path_cells = buf_6, or4b_4, o311ai_2, buf_2
critPathMaxStageDelay_ns = 0.54
end_kind = primary output
cp_slowest_cell = or4b_4
arrival_ns = 1.09
crit_required_ns = 0.96
critPathLaunchType = primary input
critPathMaxFanout = 2
crit_family = simple AND/OR/NAND/NOR gates
worst-path-buf-inv = 2

[global_routing]
grt_pass1_wl_um = 683
grt_pass1_vias = 146
antenna_found_initial = 0
grt_max_degree = 8
gr-total-overflow = 0
track_usage_pct = 1.22

[final_timing]
setup_slack_ns = -0.134
slew_headroom_pct = 86.5
rsz0062_at_grt = yes
slew_violations = 0
max_freq_mhz = 749
fin_crit_sh_pct = 111
hold_viol = 0
setup_violations = 2
min_period_ns = 1.33
worst_pin_slew_ns = 0.202

[floorplan]
die-area_sq_um = 6400
ioPinCount = 8
die_x_um = 80
core-area_sq_um = 3420
row_count = 21
fp-utilization_pct = 2.71
die_h_um = 80

[placed_design]
gp_congestion = 0.706
dp_hpwl_um = 312
dp.cells = 71
post-place-ws_ns = -0.932
portBuffers = 8

[min_path]
hold_end = S2
hp-start = A1
holdPathStages = 4
hold_class = primary input to primary output

[run]
cap_violations = 0
tool_warnings = 34

[run_status]
violations = negative setup slack
outcome = finished with violations

[clock_tree]
cts_hold_buf = 0
[power by group through the flow]
stage	Clock (mW)	Combinational [mW]	Sequential (mW)
after CTS	0	0.0683	0
after global routing	0	0.0887	0
final	0	0.0806	0
[tightest hold or removal path, stage by stage]
cell     delay (ns)
buf_6          0.07
buf_4          0.12
a21oi_2        0.03
buf_2          0.10
[kinds of logic (layout without fill, tap and decap cells)]
group | count (synthesis) | count (layout) | share of synthesized area [%]
AOI/OAI and AO/OA | 4 | 4 | 29.7
buffers and inverters | 1 | 16 | 4.05
and+or+nand+nor | 8 | 8 | 66.2
[layout make-up]
cell class | instances | area [sq um] | area share [%]
Timing Repair Buffer | 15 | 129 | 41.9
Multi-Input combinational cell | 12 | 118 | 38.2
Tap cell | 46 | 57.6 | 18.7
Inverter | 1 | 3.75 | 1.22
[how the worst max path moves through the flow]
| stage | startpoint | depth (start not counted) | endpoint | slack, ns |
|---|---|---|---|---|
| CTS | A0 | 4 | S0 | -0.13 |
| global route | A1 | 4 | S0 | -0.16 |
| finish | A1 | 4 | S0 | -0.13 |
[Yosys cell counts]
master	n	share of area, %
nand3b_1	1	8.1
a21oi_1	1	5.4
o31ai_1	1	8.1
or4b_1	1	11
or2b_1	1	8.1
or3b_2	2	19
o22ai_1	1	6.8
nor2_1	1	4.1
o311ai_1	1	9.5
inv_1	1	4.1
nand2b_1	1	6.8
and2b_2	1	9.5
[through the flow]
step	power (mW)	hold WS, ns	TNS [ns]	cell area, sq um
2_1_floorplan	0.0156	0.491	0	92.6
3_3_place_gp	0.0649	1.51	-3.55	260
3_5_place_dp	0.0660	1.52	-3.61	260
4_1_cts	0.0683	0.739	-0.252	270
5_1_grt	0.0887	0.822	-0.356	308
6_report	0.0806	0.802	-0.247	308
[metal layers]
layer	GRT usage, %	wire length, um
met3	0.568	50
met5	0	0
met1	1.65	228
met4	0	0
met2	1.85	191
[repair_timing]
action                     CTS  global route
pin swaps                    4             2
resized                     40             4
buffers inserted             1             2
setup endpoints to repair    4             3
Power and IR drop assume default switching activity.
